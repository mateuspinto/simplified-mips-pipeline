$ cat /design/flow/design.v
package MIPSConstants;
    parameter ALU_ZERO = 0;
    parameter ALU_SUB = 1;
    parameter ALU_ADD = 2;
    parameter ALU_AND = 3;
    parameter ALU_OR = 4;
    parameter ALU_LUI = 5;
    parameter ALU_SLL = 6;
    parameter ALU_SLT = 7;
    parameter ALU_SRA = 8;
    parameter ALU_SRL = 9;
    parameter ALU_NOR = 10;
    parameter ALU_XOR = 11;
    parameter R =    6'b000000;
    parameter J =    6'b000010;
    parameter BEQ =  6'b000100;
    parameter BNE =  6'b000101;
    parameter SLT =  6'b101010;
    parameter LW =   6'b100011;
    parameter SW =   6'b101011;
    parameter LUI =  6'b001111;
    parameter ADDI = 6'b001000;
    parameter ANDI = 6'b001100;
    parameter ORI =  6'b001101;
    parameter XORI = 6'b001110;
    parameter SLTI = 6'b001010;
    parameter FUNC_ADD = 6'b100000; 
    parameter FUNC_SUB = 6'b100010;
    parameter FUNC_SLLV = 6'b000100;
    parameter FUNC_SRLV = 6'b000110;
    parameter FUNC_SRAV = 6'b000011;
    parameter FUNC_AND = 6'b100100;
    parameter FUNC_OR = 6'b100101;
    parameter FUNC_XOR = 6'b100110;
    parameter FUNC_SLT = 6'b101010;
    parameter ARCTRL_ZERO = 0;
    parameter ARCTRL_FUNC = 1;
    parameter ARCTRL_ADD = 2;
    parameter ARCTRL_SUB = 3;
    parameter ARCTRL_LU = 4;
    parameter ARCTRL_AND = 5;
    parameter ARCTRL_OR = 6;
    parameter ARCTRL_XOR = 7;
    parameter ARCTRL_SLT = 8;
    parameter BRANCH_OFF = 0;
    parameter BRANCH_BEQ = 1;
    parameter BRANCH_BNE = 2;
endpackage
import MIPSConstants::*;
module Alu(
    input bit reset,
    input bit [3:0] control,
    input bit [31:0] numberA,
    input bit [31:0] numberB,
    output bit [31:0] result,
    output bit zero);
    always_comb begin
        if(reset) begin
            result <= 0;
        end
        else begin
            case (control)
                ALU_ADD: result <= numberA + numberB;
                ALU_SUB: result <= numberA - numberB;
                ALU_AND: result <= numberA & numberB;
                ALU_OR:  result <= numberA | numberB;
                ALU_XOR: result <= numberA ^ numberB;
                ALU_NOR: result <= ~numberA | ~numberB;
                ALU_LUI: result <= {numberB[15:0],{16'b0}};
                ALU_SLL: result <= numberB << numberA[4:0];
                ALU_SLT: result <= (numberA[31] != numberB[31]) ? ({{31'b0}, numberA[31]}) : ({{31'b0}, numberA < numberB});
                ALU_SRA: result <= $signed(numberB) >>> numberA[4:0];
                ALU_SRL: result <= numberB >> numberA[4:0];
                ALU_ZERO: result <= 0;
                default:  result <= 0;
            endcase
        end
    end
    assign zero = (result == 0);
endmodule
$ cat /design/flow/run.sh
#!/bin/bash
# OpenROAD 26Q1-2900-gdf79404cd8, Yosys 0.63+post, stock flow scripts
make -C /OpenROAD-flow-scripts/flow DESIGN_CONFIG=/design/flow/config.mk WORK_HOME=/design/flow/orfs finish
$ cat /design/flow/config.mk
export PLATFORM = sky130hd
export DESIGN_NAME = Alu
export DESIGN_NICKNAME = Alu
export VERILOG_FILES = /design/flow/design.v
export SDC_FILE = /design/flow/constraint.sdc
export NUM_CORES = 4
export LEC_CHECK = 1
export CORE_UTILIZATION = 30
$ cat /design/flow/constraint.sdc
current_design Alu

set clk_period 22.5
set clk_io_pct 0.2

create_clock -name clk0 -period $clk_period

set non_clock_inputs [all_inputs -no_clocks]
set_input_delay [expr $clk_period * $clk_io_pct] -clock clk0 $non_clock_inputs
set_output_delay [expr $clk_period * $clk_io_pct] -clock clk0 [all_outputs]
==> flow_summary.yaml <==
# generated from flow reports
outcome:
  status: "finished clean"
critical_path:
  path_cells: "clkdlybuf4s50_1 -> buf_4 -> inv_1 -> ha_1 -> o211ai_1 -> o21ai_0 -> a31o_2 -> o21ai_0 -> a21o_1 -> a2111oi_0 -> nand4b_1 -> nor4b_2 -> a41oi_1 -> or4_1 -> a2111oi_2 -> clkdlybuf4s50_1"
  startpoint: "numberA[4]"
  critPathCaptureType: "output port"
  required_ns: 18.00
  crit_cells: 16
  crit_type: "input pin to output port"
  cp_top_family: "AND-OR/OR-AND gates"
  cp-start-kind: "input pin"
  cpPeakStageDelay_ns: 0.77
  slowest_stage: "o21ai_0"
  crit_arrival_ns: 10.87
  critical_path.max_fanout: 40
  crit_buf_inv: 4
place:
  io_buffers: 102
  place.detailed.hpwl_um: 44800
  dp_cells: 1911
  place_congestion: 1.06
final_timing:
  min_period_over_period_pct: 68.3
  hold_viol: 0
  slew-limit-headroom_pct: 34.9
  max_clock_freq_ghz: 0.0651
  rsz0062_at_grt: "false"
  fin_tns_setup_ns: 0
  timing.final.crit_period_ns: 15.37
  report.final.setup_viol: 0
  worst_pin_slew_ns: 0.966
  drv_slew: 0
run:
  drv_cap: 0
  log.warning_count: 101
finish:
  area_growth_pct: 13.1
  fill_cells: 3588
  seq_cells: 0
  drive_gt1_share_pct: 9.33
  ff_latch_area_um2: 0
  layout_top_cell: "nor2_1"
  nClkBuffers: 0
  lay_top_cells: "nor2_1, a21oi_1, inv_1, ha_1, nand2_1"
  mi_logic_area_um2: 9090
  final_cells: 1911
global_route:
  gr-total-overflow: 0
  grt_pass1_vias: 11620
  grt_first_pass_wirelength_um: 82200
  grt.total_usage_pct: 33.8
  grt_max_degree: 58
  antenna_found_initial: 1
logic_synthesis:
  synth_cells: 1449
  yosysCellCount: 1449
  ys_types: 90
  top_area_share_pct: 12.7
  yosysWarnings: 1
  top_cells_by_area: "ha_1, mux4_2, mux2i_1"
  ys_area_um2: 10000
  syn_area_per_cell_um2: 6.93
  syn-cell-area_um2: 10000
  yosys.area.top_type: "ha_1"
  postSynthSeqShare_pct: 0
power_and_ir_drop:
  ir_drop_v: 0.00000993
  power.switching_mw: 0.189
  p_int_mw: 0.107
  clockPowerShare_pct: 0
  pwr-share-comb_pct: 100.0
  leakagePower_nw: 4.53
  pwr-share-seq_pct: 0
  sw_frac_of_total_pct: 63.8
  power.density_nw_per_um2: 26.0
die:
  placementRows: 66
  die_area_um2: 34200
  core-area_um2: 32700
  ioPinCount: 102
  floorplan.core_util_pct: 30.7
  dieWidth_um: 185
  fp.dieH_um: 185
clock_tree:
  postCtsHoldBufs: 0
  postCtsSetupBuffers: 0
  cts_resized: 0
detailed_routing:
  wire_per_inst_um: 30.0
  finalWirelength_um: 57300
  num_vias: 12494
  dr.pass1.iters: 6
  vias_per_cell: 6.54
  antenna_left: 0
  antenna-diode-count: 0
  drt_drc_violations_left: 0
  drtIter0Drc: 1520
hold_path:
  min_path_type: "input pin to output port"
  hold_depth: 5
  hold_start: "control[1]"
final timing paths:
path	end	slack, ns
worst max-delay path	zero	7.13
worst min-delay path	result[1]	10.08
kinds of logic after synthesis:
family | Yosys count | share of synthesized area [%]
AOI/OAI and AO/OA | 521 | 35.5
xor gates and xnor gates | 19 | 1.66
adders and majority gates | 104 | 13.1
buffers and inverters | 230 | 9.50
muxes | 127 | 18.2
and+or+nand+nor | 448 | 22.0
layout make-up:
type	instances	area share, %
multi-input cells	1219	80.0
well taps	442	4.87
inverters	106	3.51
repair buffers	144	11.6
cell usage after synthesis (29+ instances only):
cell type	number
nor3_1	39
nor2_1	132
mux2i_1	65
nand3_1	37
clkbuf_1	80
mux4_2	37
o21ai_0	89
a21oi_1	115
ha_1	102
a31oi_1	33
inv_1	103
o22ai_1	31
nand2_1	99
a211oi_1	29
power groups by stage:
stage	Combinational [mW]	Clock [mW]	Sequential (mW)
finish	0.296	0	0
global route	0.311	0	0
CTS	0.287	0	0
through the flow:
step	hold slack [ns]	util (%)	cell area, µm²	power (mW)	setup slack, ns
floorplan	9.17	-	10000	0.175	9.19
global placement	10.06	34.7	11400	0.289	7.22
detailed placement	10.06	34.7	11400	0.285	7.22
CTS	10.07	34.7	11400	0.287	7.21
global route	10.12	34.7	11400	0.311	6.97
finish	10.08	34.7	11400	0.296	7.13
layer usage:
layer,share of wire (%),vias to the layer above,global-route usage [%]
met5,0.019,-,0
met4,3.9,2,10.8
met3,8.8,125,6.25
met2,43,735,50.9
met1,44,6068,48.8
li1,-,5564,-
Power is estimated from default activity; no workload was simulated.
