## /design/flow/run.sh

```bash
#!/bin/bash
# OpenROAD 26Q1-2900-gdf79404cd8, Yosys 0.63+post, stock flow scripts
make -C /OpenROAD-flow-scripts/flow DESIGN_CONFIG=/design/flow/config.mk WORK_HOME=/design/flow/orfs finish
```

## /design/flow/config.mk

```make
export PLATFORM = sky130hd
export DESIGN_NAME = RegisterDatabase
export DESIGN_NICKNAME = RegisterDatabase
export VERILOG_FILES = /design/flow/design.v
export SDC_FILE = /design/flow/constraint.sdc
export NUM_CORES = 4
export LEC_CHECK = 1
export CORE_UTILIZATION = 50
```

## /design/flow/constraint.sdc

```tcl
current_design RegisterDatabase

set clk_period 6.4
set clk_io_pct 0.2

create_clock -name clk0 -period $clk_period [get_ports {clk}]

set non_clock_inputs [all_inputs -no_clocks]
set_input_delay [expr $clk_period * $clk_io_pct] -clock clk0 $non_clock_inputs
set_output_delay [expr $clk_period * $clk_io_pct] -clock clk0 [all_outputs]
```

## /design/flow/design.v

```verilog
package MIPSConstants;
    parameter ALU_ZERO = 0;
    parameter ALU_SUB = 1;
    parameter ALU_ADD = 2;
    parameter ALU_AND = 3;
    parameter ALU_OR = 4;
    parameter ALU_LUI = 5;
    parameter ALU_SLL = 6;
    parameter ALU_SLT = 7;
    parameter ALU_SRA = 8;
    parameter ALU_SRL = 9;
    parameter ALU_NOR = 10;
    parameter ALU_XOR = 11;
    parameter R =    6'b000000;
    parameter J =    6'b000010;
    parameter BEQ =  6'b000100;
    parameter BNE =  6'b000101;
    parameter SLT =  6'b101010;
    parameter LW =   6'b100011;
    parameter SW =   6'b101011;
    parameter LUI =  6'b001111;
    parameter ADDI = 6'b001000;
    parameter ANDI = 6'b001100;
    parameter ORI =  6'b001101;
    parameter XORI = 6'b001110;
    parameter SLTI = 6'b001010;
    parameter FUNC_ADD = 6'b100000; 
    parameter FUNC_SUB = 6'b100010;
    parameter FUNC_SLLV = 6'b000100;
    parameter FUNC_SRLV = 6'b000110;
    parameter FUNC_SRAV = 6'b000011;
    parameter FUNC_AND = 6'b100100;
    parameter FUNC_OR = 6'b100101;
    parameter FUNC_XOR = 6'b100110;
    parameter FUNC_SLT = 6'b101010;
    parameter ARCTRL_ZERO = 0;
    parameter ARCTRL_FUNC = 1;
    parameter ARCTRL_ADD = 2;
    parameter ARCTRL_SUB = 3;
    parameter ARCTRL_LU = 4;
    parameter ARCTRL_AND = 5;
    parameter ARCTRL_OR = 6;
    parameter ARCTRL_XOR = 7;
    parameter ARCTRL_SLT = 8;
    parameter BRANCH_OFF = 0;
    parameter BRANCH_BEQ = 1;
    parameter BRANCH_BNE = 2;
endpackage
module RegisterDatabase(
    input bit clk,
    input bit reset,
    input bit regWrite,
    input bit [25:21] readRegister1,
    input bit [20:16] readRegister2,
    input bit [15:11] writeRegister,
    input bit [31:0] writeData,
    output bit [31:0] readData1,
    output bit [31:0] readData2
);
bit [31:0] registers [31:0];
assign readData1 = registers[readRegister1];
assign readData2 = registers[readRegister2];
always_ff @(negedge clk) begin
    if(reset) begin
        registers[0] = 0;
    end
    else begin
        if (regWrite) begin
            if (writeRegister != 0) begin
                registers[writeRegister] <= writeData; 
            end
        end
    end
end
endmodule
```

==> deck_impl_summary.md <==
Flow Results at a Glance

Floorplanning
  – Initial core utilization: 50.60%
  – Ports: 114
  – Die Ht: 315.1 um
  – Num rows: around 110
  – Die ar.: between 90000 and 100000 um^2
  – CORE AREA: 96850 um^2
  – Die width: approximately 320 um

Pwr
  – Internal Power: between 10 and 15 mW
  – NetSw: roughly 5.2 mW
  – Leakage power: 25.85 nW
  – Total power: about 18 mW
  – P per Cell Area: slightly below 300 nW/um^2
  – Switching Fraction: ~28%
  – Peak supply drop: 0.2598 mV
  – Comb power frac: between 7 and 8%
  – Clock network power share: 51.3%
  – Flop pwr share: 41.0%

Worst hold path
  – Hold path startpoint: readRegister2[17]
  – Hold Path Stages: 7
  – Worst hold path type: input pin to output pin
  – Worst hold path endpoint: readData2[15]

Setup path
  – Crit path launch type: flip-flop
  – Crit-path max FO: 2
  – CP arrival: between 5 and 6 ns
  – Crit path required time: approximately 5 ns
  – WS Path Type: flip-flop to output pin
  – Critical path capture point type: output pin

Timing
  – Final Setup Violations: 64
  – Final worst setup slack: -0.4052 ns
  – Slew headroom: 35.88%
  – Worst Tran Pin Value: about 0.96 ns
  – Fin. max-slew vios: 0
  – Final Hold Viols: 0
  – RSZ-0062 raised after global routing: true
  – Setup_tns: -9.587 ns

Logic synthesis
  – Mapped Cells: 3432
  – Synth Register Bits: 1024
  – Yosys Instances: 3432
  – Cell Type Count: 23
  – Top area cell types: edfxtp_1 63%, mux2i_1 21%, a22oi_1 2.9%, a22o_1 2.3%, nand3_1 2.0%
  – Syn_area_per_cell: 14.28 um^2
  – Register share after synthesis: a little over three fifths
  – Synth top area share: 62.74%
  – Yosys top cell by area: edfxtp_1
  – Mapped Area: 49010 um^2
  – Ys Warns: 1
  – Yosys stat chip area: a little under 50000 um^2

GRT
  – Number of global-route vias before repair: around 40000
  – Total GRT Usage: a little over a third
  – Largest net degree at the start of global routing: roughly 83
  – Initial antenna violation count: 1
  – Global-route wire length before repair: 233.5 mm
  – Congestion Overflow GR: 0

Routing
  – DRC Markers: 0
  – Antenna-violating nets left: 0
  – WL final: 159.4 mm
  – Detailed-route vias per instance: 5.845
  – First-iteration detailed-routing DRC count: 2319
  – WL/cell: roughly 26 um
  – Via count of the routed design: ~36000
  – DR pass1 iterations: 23

Layout
  – Comb area: 18150 um^2
  – Core Util, Final: 65.14%
  – Synth-to-layout area growth: 28.73%
  – Largest registers: registers: 1024 flops
  – Reg area: 30750 um^2
  – Share of layout cells above drive strength 1: 15.09%
  – Number of flip-flops in the largest register: 1024
  – Biggest register: registers
  – Fillers: about 6600
  – Non-Filler Instances: 6087

Run status
  – Status: complete, but fails checks
  – Failing checks: setup timing

CTS
  – Clock Sinks: 1024
  – Total CTS buffers: roughly 110
  – H-tree levels: 3
  – TritonCTS clock tree: built
  – Hold-fix buffers, CTS: 0
  – Clk buf depth: 3
  – Clock transition at path regs: 0.04 ns
  – CTS root buffer: clkbuf_16

Flow run
  – # Max-Cap Violations: 0
  – Tool warnings: 1030

Place
  – Setup WS pre-CTS: -0.1974 ns
  – HPWL Detailed: approximately 95 mm
  – Number of port buffers: around 110
  – Cells after DPL: 4852
  – Final GP Congestion: 0.9619
==> per-layer routing <==
| layer | track usage [%] | share of wire (%) | vias up |
|---|---|---|---|
| met5 | 3.965 | 0.12 | - |
| li1 | - | - | 16120 |
| met3 | 25.65 | 15 | 316 |
| met4 | 15.80 | 3.6 | 4 |
| met2 | 48.46 | 46 | 2165 |
| met1 | 44.21 | 35 | 16980 |
==> worst max-delay path: stages, from the launching register on <==
cell      delay (ns)
edfxtp_1        0.42
buf_6           0.14
mux2i_1         0.14
a22o_1          0.23
nor3_4          0.06
a31oi_2         0.22
buf_4           0.17
nand3_4         0.09
buf_6           0.13
==> power groups by stage <==
stage	registers [mW]	clock network, mW	logic [mW]
finish	7.51	9.38	1.41
global route	7.50	10.4	1.48
CTS	7.51	9.64	1.40
==> synthesized netlist by cell type (all sizes together) <==
master	number
edfxtp	1024
mux2i	1024
nand2	200
nand3	195
a21oi	193
a22oi	192
buf	179
a22o	128
clkbuf	77
nor3	65
a31oi	64
nor2	38
and2	35
nor2b	7
nand2b	5
nand3b	2
or2	2
inv	1
nor3b	1
==> how the worst max path moves through the flow <==
stage | startpoint | to | slack [ns] | cells past startpoint
finish | registers[6][17] | readData1[17] | -0.41 | 8
global route | registers[6][17] | readData1[17] | -0.49 | 8
CTS | registers[4][17] | readData1[17] | -0.40 | 8
==> cells in the final DEF, fill, tap and decap left out, drive strengths merged <==
cell type         n
nor3b             1
nor2b             7
nand2           200
nor3             65
clkbuf          113
a31oi            64
nand2b            5
nand3           195
diode             8
bufinv           25
and2             35
a21oi           193
buf             346
clkinvlp         29
nor2             38
nand3b            2
or2               2
mux2i          1024
inv            1064
edfxtp         1024
a22o            128
clkinv            5
a22oi           192
clkdlybuf4s50    46
==> logic make-up after synthesis <==
group	count (synthesis)	share of synthesized area, %
AOI/OAI and AO/OA	577	8.017
and+or+nand+nor	550	5.149
buffers and inverters	257	3.176
DFF	1024	62.74
muxes	1024	20.91
==> what timing repair did <==
item                       CTS  global route
setup endpoints to repair   64            64
gates resized              429            13
buffers inserted             8             3
pin swaps                  132            61
==> layout make-up <==
cell class / count / share of cell area, %
Timing Repair Buffer: 392 / 7.495
Clock inverter: 1123 / 7.949
Clock buffer: 113 / 4.482
Tap cell: 1276 / 2.531
Multi-Input combinational cell: 2151 / 28.77
Sequential cell: 1024 / 48.74
Antenna cell: 8 / 0.03173
==> per-stage QoR <==
stage	hold WS [ns]	cell area (um^2)
after detailed placement	3.912	54280
final	3.438	63090
after floorplan	2.821	49050
after global placement	3.921	54280
after global routing	3.457	63090
after CTS	3.435	63030
Power figures rest on the tool's default switching activity, not on a simulated workload.
